`flow/config.mk`:
```
export PLATFORM = sky130hd
export DESIGN_NAME = MMU
export DESIGN_NICKNAME = MMU
export VERILOG_FILES = /design/flow/design.v
export SDC_FILE = /design/flow/constraint.sdc
export NUM_CORES = 4
export LEC_CHECK = 1
export CORE_UTILIZATION = 30
```
`flow/constraint.sdc`:
```
current_design MMU

set clk_period 12.2
set clk_io_pct 0.2

create_clock -name clk0 -period $clk_period [get_ports {clk}]

set non_clock_inputs [all_inputs -no_clocks]
set_input_delay [expr $clk_period * $clk_io_pct] -clock clk0 $non_clock_inputs
set_output_delay [expr $clk_period * $clk_io_pct] -clock clk0 [all_outputs]
```
`flow/design.v`:
```
`timescale 1ns / 1ns
module MAC #(parameter bit_width=8, acc_width=32)(
    clk,
    control,
    acc_in,     
    acc_out,    
    data_in,    
    wt_path_in,       
    data_out,  
    wt_path_out      
 );
   input clk;
   input control;  
   input [acc_width-1:0] acc_in;  
   input [bit_width-1:0] data_in;   
   input [bit_width-1:0] wt_path_in;    
   output reg [acc_width-1:0] acc_out;   
   output reg [bit_width-1:0] data_out;     
   output reg [bit_width-1:0] wt_path_out;       
   reg [bit_width-1:0] mac_weight;
   wire [acc_width-1:0] mlt;
   assign mlt = control ? 'h0 : data_in*mac_weight;
   always@(posedge clk) begin
      if (control) begin
         data_out    <= 'h0;
         acc_out     <= 'h0;
         mac_weight  <= wt_path_in;
         wt_path_out <= wt_path_in;
      end else begin
         data_out    <= data_in;
         acc_out     <= acc_in + mlt;
      end
   end
endmodule
`timescale 1ns / 1ns
module MMU#(parameter depth=4, bit_width=8, acc_width=32, size=4)
(
   clk,
   control,
   data_arr,
   wt_arr,
   acc_out
);
   input clk;
   input control; 
   input [(bit_width*depth)-1:0] data_arr;
   input [(bit_width*depth)-1:0] wt_arr;
   output reg [acc_width*size-1:0] acc_out;
   wire [(bit_width*depth)-1:0] mac_wt_in0, mac_wt_in1, mac_wt_in2, mac_wt_in3;
   wire [(bit_width*depth)-1:0] mac_wt_out0, mac_wt_out1, mac_wt_out2, mac_wt_out3;
   wire [(bit_width*depth)-1:0] mac_data_in0, mac_data_in1, mac_data_in2, mac_data_in3;
   wire [(bit_width*depth)-1:0] mac_data_out0, mac_data_out1, mac_data_out2, mac_data_out3;
   wire [acc_width*size-1:0] mac_acc_in0, mac_acc_in1, mac_acc_in2, mac_acc_in3;
   wire [acc_width*size-1:0] mac_acc_out0, mac_acc_out1, mac_acc_out2, mac_acc_out3;
   assign mac_acc_in0 = 'h0;
   assign mac_acc_in1 = mac_acc_out0;
   assign mac_acc_in2 = mac_acc_out1;
   assign mac_acc_in3 = mac_acc_out2;
   assign mac_data_in0 = control ? 'h0 : data_arr;  
   assign mac_data_in1 = mac_data_out0;
   assign mac_data_in2 = mac_data_out1;
   assign mac_data_in3 = mac_data_out2;
   assign mac_wt_in0 = control ? wt_arr : 'h0;
   assign mac_wt_in1 = control ? mac_wt_out0 : 'h0;
   assign mac_wt_in2 = control ? mac_wt_out1 : 'h0;
   assign mac_wt_in3 = control ? mac_wt_out2 : 'h0;
   MAC u_MAC11 (
      .clk         (clk),
      .control     (control),
      .data_in     (mac_data_in0[7:0]),
      .wt_path_in  (mac_wt_in0[7:0]),
      .acc_in      (mac_acc_in0[acc_width-1:0]),
      .data_out    (mac_data_out0[7:0]),
      .wt_path_out (mac_wt_out0[7:0]),
      .acc_out     (mac_acc_out0[acc_width-1:0])
   );
   MAC u_MAC12 (
      .clk         (clk),
      .control     (control),
      .data_in     (mac_data_in0[15:8]),
      .wt_path_in  (mac_wt_in1[7:0]),
      .acc_in      (mac_acc_in1[acc_width-1:0]),
      .data_out    (mac_data_out0[15:8]),
      .wt_path_out (mac_wt_out1[7:0]),
      .acc_out     (mac_acc_out1[acc_width-1:0])
   );
   MAC u_MAC13 (
      .clk         (clk),
      .control     (control),
      .data_in     (mac_data_in0[23:16]),
      .wt_path_in  (mac_wt_in2[7:0]),
      .acc_in      (mac_acc_in2[acc_width-1:0]),
      .data_out    (mac_data_out0[23:16]),
      .wt_path_out (mac_wt_out2[7:0]),
      .acc_out     (mac_acc_out2[acc_width-1:0])
   );
   MAC u_MAC14 (
      .clk         (clk),
      .control     (control),
      .data_in     (mac_data_in0[31:24]),
      .wt_path_in  (mac_wt_in3[7:0]),
      .acc_in      (mac_acc_in3[acc_width-1:0]),
      .data_out    (mac_data_out0[31:24]),
      .wt_path_out (mac_wt_out3[7:0]),
      .acc_out     (mac_acc_out3[acc_width-1:0])
   );
   MAC u_MAC21 (
      .clk         (clk),
      .control     (control),
      .data_in     (mac_data_in1[7:0]),
      .wt_path_in  (mac_wt_in0[15:8]),
      .acc_in      (mac_acc_in0[2*acc_width-1:acc_width]),
      .data_out    (mac_data_out1[7:0]),
      .wt_path_out (mac_wt_out0[15:8]),
      .acc_out     (mac_acc_out0[2*acc_width-1:acc_width])
   );
   MAC u_MAC22 (
      .clk         (clk),
      .control     (control),
      .data_in     (mac_data_in1[15:8]),
      .wt_path_in  (mac_wt_in1[15:8]),
      .acc_in      (mac_acc_in1[2*acc_width-1:acc_width]),
      .data_out    (mac_data_out1[15:8]),
      .wt_path_out (mac_wt_out1[15:8]),
      .acc_out     (mac_acc_out1[2*acc_width-1:acc_width])
   );
   MAC u_MAC23 (
      .clk         (clk),
      .control     (control),
      .data_in     (mac_data_in1[23:16]),
      .wt_path_in  (mac_wt_in2[15:8]),
      .acc_in      (mac_acc_in2[2*acc_width-1:acc_width]),
      .data_out    (mac_data_out1[23:16]),
      .wt_path_out (mac_wt_out2[15:8]),
      .acc_out     (mac_acc_out2[2*acc_width-1:acc_width])
   );
   MAC u_MAC24 (
      .clk         (clk),
      .control     (control),
      .data_in     (mac_data_in1[31:24]),
      .wt_path_in  (mac_wt_in3[15:8]),
      .acc_in      (mac_acc_in3[2*acc_width-1:acc_width]),
      .data_out    (mac_data_out1[31:24]),
      .wt_path_out (mac_wt_out3[15:8]),
      .acc_out     (mac_acc_out3[2*acc_width-1:acc_width])
   );
   MAC u_MAC31 (
      .clk         (clk),
      .control     (control),
      .data_in     (mac_data_in2[7:0]),
      .wt_path_in  (mac_wt_in0[23:16]),
      .acc_in      (mac_acc_in0[3*acc_width-1:2*acc_width]),
      .data_out    (mac_data_out2[7:0]),
      .wt_path_out (mac_wt_out0[23:16]),
      .acc_out     (mac_acc_out0[3*acc_width-1:2*acc_width])
   );
   MAC u_MAC32 (
      .clk         (clk),
      .control     (control),
      .data_in     (mac_data_in2[15:8]),
      .wt_path_in  (mac_wt_in1[23:16]),
      .acc_in      (mac_acc_in1[3*acc_width-1:2*acc_width]),
      .data_out    (mac_data_out2[15:8]),
      .wt_path_out (mac_wt_out1[23:16]),
      .acc_out     (mac_acc_out1[3*acc_width-1:2*acc_width])
   );
   MAC u_MAC33 (
      .clk         (clk),
      .control     (control),
      .data_in     (mac_data_in2[23:16]),
      .wt_path_in  (mac_wt_in2[23:16]),
      .acc_in      (mac_acc_in2[3*acc_width-1:2*acc_width]),
      .data_out    (mac_data_out2[23:16]),
      .wt_path_out (mac_wt_out2[23:16]),
      .acc_out     (mac_acc_out2[3*acc_width-1:2*acc_width])
   );
   MAC u_MAC34 (
      .clk         (clk),
      .control     (control),
      .data_in     (mac_data_in2[31:24]),
      .wt_path_in  (mac_wt_in3[23:16]),
      .acc_in      (mac_acc_in3[3*acc_width-1:2*acc_width]),
      .data_out    (mac_data_out2[31:24]),
      .wt_path_out (mac_wt_out3[23:16]),
      .acc_out     (mac_acc_out3[3*acc_width-1:2*acc_width])
   );
   MAC u_MAC41 (
      .clk         (clk),
      .control     (control),
      .data_in     (mac_data_in3[7:0]),
      .wt_path_in  (mac_wt_in0[31:24]),
      .acc_in      (mac_acc_in0[4*acc_width-1:3*acc_width]),
      .data_out    (mac_data_out3[7:0]),
      .wt_path_out (mac_wt_out0[31:24]),
      .acc_out     (mac_acc_out0[4*acc_width-1:3*acc_width])
   );
   MAC u_MAC42 (
      .clk         (clk),
      .control     (control),
      .data_in     (mac_data_in3[15:8]),
      .wt_path_in  (mac_wt_in1[31:24]),
      .acc_in      (mac_acc_in1[4*acc_width-1:3*acc_width]),
      .data_out    (mac_data_out3[15:8]),
      .wt_path_out (mac_wt_out1[31:24]),
      .acc_out     (mac_acc_out1[4*acc_width-1:3*acc_width])
   );
   MAC u_MAC43 (
      .clk         (clk),
      .control     (control),
      .data_in     (mac_data_in3[23:16]),
      .wt_path_in  (mac_wt_in2[31:24]),
      .acc_in      (mac_acc_in2[4*acc_width-1:3*acc_width]),
      .data_out    (mac_data_out3[23:16]),
      .wt_path_out (mac_wt_out2[31:24]),
      .acc_out     (mac_acc_out2[4*acc_width-1:3*acc_width])
   );
   MAC u_MAC44 (
      .clk         (clk),
      .control     (control),
      .data_in     (mac_data_in3[31:24]),
      .wt_path_in  (mac_wt_in3[31:24]),
      .acc_in      (mac_acc_in3[4*acc_width-1:3*acc_width]),
      .data_out    (mac_data_out3[31:24]),
      .wt_path_out (mac_wt_out3[31:24]),
      .acc_out     (mac_acc_out3[4*acc_width-1:3*acc_width])
   );
   always@(posedge clk) begin
      acc_out <= mac_acc_out3;
   end
endmodule
```
`flow/run.sh`:
```
#!/bin/bash
# OpenROAD 26Q1-2900-gdf79404cd8, Yosys 0.63+post, stock flow scripts
make -C /OpenROAD-flow-scripts/flow DESIGN_CONFIG=/design/flow/config.mk WORK_HOME=/design/flow/orfs finish
```
==> flow_summary_export.csv <==
group,metric,value,unit
run_status,status,"finished clean",
cts,insertion_delay,0.69,ns
synth,syn_area,58100,sq um
synth,syn-mean-instance-area,9.15,sq um
synth,xor_area_share,3.42,%
synth,netlist_instances,6351,
cts,numCtsBuffers,73,
global_route,grt_usage,14.5,%
sta,hold_violations,0,
cts,cts_sinks,580,
global_route,overflow,0,
drt,vias,42167,
floorplanning,initCoreUtil,30.2,%
place,post_dp_cell_area,62200,sq um
critical_path,startpoint_type,"input port",
critical_path,worst_ep_arrival_time,8.83,ns
sta,slew_viol_final,0,
cts,clockRootBuffer,"clkbuf_16",
floorplanning,chipWidth,442,microns
cts,clock_path_buffers,3,
global_route,grt_max_degree,67,
power_and_ir_drop,p_per_area,108,nW/um^2
place,dp_cells,8906,
critical_path,required,12.78,ns
synth,edf_count,128,
drt,drc_errors,0,
synth,ys_top_logic_family,"adder cells",
sta,setup_viol,0,
drt,drt-initial-drc-count,1730,
floorplanning,dieArea,195000,sq um
sta,grt_setup_unrepaired,"no",
drt,wirelength,133000,microns
place,place.gp.congestion,0.915,
layout,drive_above_1_share,3.05,%
global_route,grt_pass1_wl,224000,microns
cts,cts_setup_buffers,0,
cts,cts_htree_levels,3,
drt,routedWlPerCell,14.7,microns
layout,syn2layout_area_growth,11.3,%
place,hpwl,107000,microns
synth,ys_seq_share,22.2,%
sta,fmax,121,MHz
drt,drt-pass1-iter-count,7,
drt,vias_per_cell,4.66,
synth,aoi_share,11.1,%
sta,period_minus_slack,8.26,ns
drt,final_antenna_net_count,0,
critical_path,path_class,"in2reg",
floorplanning,coreArea,192000,sq um
place,io_buffers,141,
critical_path,worstRegToRegCells,22,
synth,ys_cells,6351,
floorplanning,io_pins,194,
synth,synth_flops,580,
hold_path,hold_depth,0,
layout,final_area,64700,sq um
cts,ctsResizeCount,0,
global_route,antenna_found_initial,7,
cts,cts.clk_slew.worst_paths,0.06,ns
sta,finalClockSkew,0.0298,ns
synth,ys.warnings.count,2,
layout,instances_no_fill,9044,
sta,max-slew-margin-rel,46.9,%
power_and_ir_drop,peakVddDrop,0.109,mV
synth,synth_adder_area_share,36.8,%
sta,period_used_share,67.7,%
sta,tns,0,ns
floorplanning,die_y,442,microns
critical_path,reg2reg_slack,5.70,ns
synth,ff_type,"dfxtp_1",
synth,synth.distinct_cells,71,
job,maxCapViolCount,0,
cts,cts.hold.buffers_added,0,
global_route,grt_pass1_vias,43427,
sta,tightest_slew,0.796,ns
critical_path,cp_max_fo,9,
critical_path,end_kind,"flip-flop",
synth,mux_area_share,0.698,%
power_and_ir_drop,p_leak,31.1,nW
synth,simple_gate_share,18.6,%
job,warnings,25,
synth,yosys_area,58100,sq um
hold_path,hp-class,"reg2reg",
synth,async_flop_share,0,%
cts,cts_tree,"built",
floorplanning,row_count,161,
-- metal layers --
metal / share of wire (%) / GRT usage [%]
met5: 0 / 0
met4: 2.2 / 2.64
met3: 5.3 / 3.08
met2: 45 / 22.9
met1: 48 / 21.2
-- stage by stage --
stage | power, W | utilization (%) | setup WS (ns) | hold slack, ns
3_5_place_dp | 0.00477 | 32.3 | 3.34 | 0.312
3_3_place_gp | 0.00478 | 32.3 | 3.40 | 0.315
4_1_cts | 0.00710 | 33.6 | 4.04 | 0.306
6_report | 0.00699 | 33.6 | 3.94 | 0.311
2_1_floorplan | 0.00407 | - | 4.15 | 0.310
5_1_grt | 0.00753 | 33.6 | 3.55 | 0.323
-- path summary, 6_finish.rpt --
| check | endpoint | from |
|---|---|---|
| worst max-delay path | u_MAC14.acc_out[16] | data_arr[28] |
| worst min-delay path | acc_out[78] | u_MAC34.acc_out[14] |
| worst max register to register | u_MAC34.acc_out[17] | u_MAC34.mac_weight[2] |
| worst min register to register | acc_out[78] | u_MAC34.acc_out[14] |
-- where the power goes --
group          internal [W]  total [W]  switching [W]
sequential          0.00220    0.00241       0.000212
combinational       0.00101    0.00232        0.00131
clock               0.00132    0.00226       0.000938
-- flip-flops by register name, summed over array words and instances (netlist names), 16 cells and up --
| name | cells |
|---|---|
| u_MAC24.acc_out | 19 |
| u_MAC21.acc_out | 16 |
| u_MAC31.acc_out | 16 |
| u_MAC22.acc_out | 17 |
| u_MAC14.acc_out | 19 |
| acc_out | 76 |
| u_MAC41.acc_out | 16 |
| u_MAC23.acc_out | 18 |
| u_MAC33.acc_out | 18 |
| u_MAC44.acc_out | 19 |
| u_MAC43.acc_out | 18 |
| u_MAC42.acc_out | 17 |
| u_MAC13.acc_out | 18 |
| u_MAC34.acc_out | 19 |
| u_MAC12.acc_out | 17 |
| u_MAC32.acc_out | 17 |
| u_MAC11.acc_out | 16 |
-- synthesized netlist by cell type, types with 128 or more instances --
cell type / count / area share [%]
nand2_1: 519 / 3.4
inv_1: 873 / 5.6
xnor2_1: 137 / 2.1
and2_1: 649 / 7.0
ha_1: 768 / 17
o21ai_0: 182 / 1.6
nor2b_1: 228 / 2.5
edfxtp_1: 128 / 6.6
fa_1: 588 / 20
a21oi_1: 209 / 1.8
nor2_1: 420 / 2.7
dfxtp_1: 452 / 16
-- layout make-up --
cell class | instances | area [sq um]
Antenna cell | 2 | 5.00
Inverter | 874 | 3280
Fill cell | 19152 | 128000
Tap cell | 2526 | 3160
Clock buffer | 89 | 2040
Clock inverter | 47 | 480
Timing Repair Buffer | 163 | 1580
Sequential cell | 580 | 12900
Multi-Input combinational cell | 4763 | 41200
-- logic make-up after synthesis --
| kind of cell | after synthesis |
|---|---|
| AND/OR/NAND/NOR | 2120 |
| other | 1 |
| multiplexers | 37 |
| AND-OR/OR-AND | 971 |
| buffers and inverters | 1059 |
| XOR/XNOR | 227 |
| adder cells (fa/ha/maj) | 1356 |
| flip-flops | 580 |
-- placed cells by master, fill, tap and decap left out, drive strengths merged, types with 52 or more instances in the layout --
master	n
inv	886
ha	768
and2	649
fa	588
nand2	519
dfxtp	452
nor2	420
nor2b	228
a21oi	209
o21ai	192
clkdlybuf4s50	140
xnor2	137
edfxtp	128
a21o	123
nor3	102
a211oi	101
xor2	90
clkbuf	89
o21a	64
conb	52
-- worst max-delay path: stages --
cell and delay (ns):
clkdlybuf4s50_1 0.44, nor2b_1 0.54, and2_1 0.23, fa_1 0.44, fa_1 0.52, fa_1 0.49
inv_1 0.05, fa_1 0.47, inv_1 0.04, ha_1 0.31, o21ai_0 0.13, a21boi_0 0.43
nand4_1 0.14, o21ai_0 0.21, xnor2_1 0.15, nor2_1 0.06, ha_1 0.38, a21oi_1 0.38
a21boi_0 0.16, a311oi_1 0.42, mux2_2 0.39
Power and IR drop assume default switching activity.
